==> flow/design.v <==
module fsm2_behavioral (output reg GRN, YLW, RED,
			input wire Clock, Reset, CAR);
	reg [1:0] current_state, next_state;
	reg [4:0] CNT;
	reg TIMEOUT, YLWTIMEOUT, Reset_sy;
	parameter green = 2'b00,
		  yellow = 2'b01,
		  red = 2'b10;
	always @ (posedge Clock)
	 begin
		Reset_sy <= Reset;
	 end
	always @ (posedge Clock or negedge Reset_sy)
	 begin: STATE_MEMORY
	  if (!Reset_sy)
		current_state <= yellow;
	  else
		current_state <= next_state;
	end
	always @ (posedge Clock or negedge Reset_sy)
	 begin: COUNTER
	  if (!Reset_sy)
	   begin
		CNT <= 13;
		TIMEOUT <= 0;
		YLWTIMEOUT <= 0;
	   end
	  else
	   begin
		case (current_state)
		 green: begin
			 CNT <= 14;
			 TIMEOUT <= 0;
			 YLWTIMEOUT <= 0;
			 end
	  	 yellow: if (CNT==11)
			 begin
			 CNT <= 15;
			 YLWTIMEOUT <= 1;
			 end
			else
			 begin
			 CNT <= CNT-1;
			 YLWTIMEOUT <= 0;
			 TIMEOUT <= 0;
			 end
		 red: if (CNT==1)
			 begin
			 CNT <= 15;
			 TIMEOUT <= 1;
			 end
			else
			 begin
			 CNT <= CNT-1;
			 TIMEOUT <= 0;
			 YLWTIMEOUT <= 0;
			 end
	      	endcase
	   end
	end
	always @ (current_state or CAR or YLWTIMEOUT or TIMEOUT)
	 begin: NEXT_STATE_LOGIC
	  case (current_state)
	   green : if (CAR==1'b1) next_state = yellow;
	  	else next_state = green;
	   yellow : if (YLWTIMEOUT==1) next_state = red;
		else next_state = yellow;
	    red : if (TIMEOUT==1) next_state = green;
		else next_state = red;
	   endcase
	  end
	always @ (current_state or CAR)
	 begin: OUTPUT_LOGIC
	  case (current_state)
	   green : 
		begin
		 GRN = 1'b1;
		 YLW = 1'b0;
		 RED = 1'b0;
		end
	   yellow :
		begin
		 GRN = 1'b0;
		 YLW = 1'b1;
		 RED = 1'b0;
		end
	   red : 
		begin
		 GRN = 1'b0;
		 YLW = 1'b0;
		 RED = 1'b1;
		end
	  endcase
	end
endmodule
==> flow/run.sh <==
#!/bin/bash
# OpenROAD 26Q1-2900-gdf79404cd8, Yosys 0.63+post, stock flow scripts
make -C /OpenROAD-flow-scripts/flow DESIGN_CONFIG=/design/flow/config.mk WORK_HOME=/design/flow/orfs finish
==> flow/config.mk <==
export PLATFORM = sky130hd
export DESIGN_NAME = fsm2_behavioral
export DESIGN_NICKNAME = fsm2_behavioral
export VERILOG_FILES = /design/flow/design.v
export SDC_FILE = /design/flow/constraint.sdc
export NUM_CORES = 4
export LEC_CHECK = 1
export CORE_AREA = 10 10 84 84
export DIE_AREA = 0 0 94 94
==> flow/constraint.sdc <==
current_design fsm2_behavioral

set clk_period 1.0
set clk_io_pct 0.2

create_clock -name clk0 -period $clk_period [get_ports {Clock}]

set non_clock_inputs [all_inputs -no_clocks]
set_input_delay [expr $clk_period * $clk_io_pct] -clock clk0 $non_clock_inputs
set_output_delay [expr $clk_period * $clk_io_pct] -clock clk0 [all_outputs]
==> impl_metrics.yaml <==
# generated from flow reports
layout:
  fin_area_mm2: 0.00104
  nFillCells: 580
  drive_gt1_share_pct: 42.7
  final_cell_mix: "buf_4 (14), inv_1 (7)"
  final_common_cell: "buf_4"
  final_cells: 159
  syn_to_final_growth_pct: 51.9
  utilization_pct: 20.0
worst_setup_path:
  rr_worst_depth: 5
  path_class: "register to register"
  worstSetupStartpointType: "register"
  end_kind: "register"
  worst-path-max-fanout: 4
  arrival_ns: 1.57
  cp.required_ns: 1.12
logic_synthesis:
  synth-seq-cells: 15
  yosysWarnings: 1
  yosys_cells: 67
  synthFlopType: "dlxtn_1"
  syn_avg_cell_area_um2: 10.3
  ys_async_sr_fraction_pct: 60.0
  synthesis.area_um2: 687
  yosys_area_um2: 687
  ys_types: 27
  syn_inst: 67
  synth-edff-count: 0
grt:
  first_global_vias: 537
  grt_pass1_wl_um: 2590
  grt_max_degree: 10
  grt_antenna_before_repair: 0
  gr-total-overflow: 0
  grt_usage_pct: 3.64
place:
  dp_hpwl_um: 1100
  post_dp_cell_area_um2: 956
  port_buffers: 5
  gp_congestion: 0.842
  placed_cells: 154
detailed_routing:
  met2_wirelength_um: 540
  viasPerCell: 3.33
  wirelength_um: 1500
  wl_met1_um: 833
  wl_per_cell_um: 9.40
  dr.pass1.iters: 4
  ant_nets: 0
  drtIter0Drc: 36
  antenna_cells: 0
  drc: 0
  wl_met3_um: 121
  maxUsedRoutingLayer: "met3"
  via_count: 530
clocking:
  hold_buffers: 0
  cts_tree: "yes"
  htreeDepth: 1
  cts_buffers: 3
  cts_root_buf: "clkbuf_8"
  clock_latency_ns: 0.24
  cts_buffer_depth: 2
  clkTransAtPathRegs_ns: 0.05
flow_run:
  warning_count: 32
  maxCapViolations: 0
final_timing:
  unconstrained_endpoints: 10
  worstMarginPinSlew_ns: 0.443
  setup_tns_ns: -3.04
  unclocked_pins: 5
  finalMaxSlewViolations: 0
  finClkSkew_ns: 0.00403
  rsz0062_at_grt: "yes"
  hold_viol: 0
  relSlewSlack_pct: 70.4
  fin_crit_sh_pct: 145
  clock.fmax_mhz: 690
  setup_ws_ns: -0.448
  period_minus_slack_ns: 1.45
  setup_viol: 7
run_status:
  violations: "negative setup slack"
  outcome: "finished with violations"
pwr:
  power_mw: 0.947
  p_leak_nw: 0.419
  peakVddDrop_mv: 0.475
  power_density_mw_per_mm2: 908
die:
  die.size.y_um: 94
  dieArea_mm2: 0.00884
  die_x_um: 94
  fp.coreArea_mm2: 0.00520
  row_count: 26
  ios: 6
  initial_core_util_pct: 13.2
hold_path:
  hold_path.class: "register to async pin"
final timing paths:
check,startpoint,to,slack (ns)
worst max-delay path,CNT[1],CNT[1],-0.45
worst min-delay path,Reset_sy,CNT[1],0.16
worst max register to register,CNT[1],CNT[1],-0.45
worst min register to register,Reset_sy,CNT[1],0.16
max in group asynchronous,Reset_sy,current_state[0],0.50
min in group clk0,Reset,Reset_sy,0.40
worst max-delay path, cell delays in order (launching register included):
cell and delay [ns]:
dfrtp_1 0.39, inv_1 0.11, ha_4 0.17, nor4b_4 0.13, and2_4 0.16, o41a_1 0.36
power by group:
group          leakage (nW)  switching (mW)  internal [mW]  total, mW
Combinational         0.233        0.000938        0.00670    0.00764
Clock                0.0288           0.177          0.348      0.524
Sequential            0.156         0.00770          0.407      0.415
layer usage:
layer | GRT usage, % | vias up
li1 | - | 280
met1 | 5.56 | 237
met2 | 4.72 | 13
met3 | 1.78 | 0
met4 | 0 | 0
met5 | 0 | -
metrics by stage:
stage | worst slack (ns) | hold slack [ns]
floorplan | -0.361 | 0.0919
global placement | -0.455 | 0.173
detailed placement | -0.447 | 0.175
CTS | -0.451 | 0.179
global route | -0.519 | 0.194
finish | -0.448 | 0.159
kinds of logic (layout without fill, tap and decap cells):
group | Yosys count | count (layout) | synth area share [%]
latches | 5 | 5 | 10.9
DFF | 10 | 10 | 36.4
buffers and inverters | 9 | 31 | 4.92
AOI/OAI and AO/OA | 22 | 22 | 21.5
adders and majority gates | 6 | 6 | 10.9
and+or+nand+nor | 15 | 15 | 15.3
cells in the mapped netlist, types with 2 or more instances:
master	instances	area (um2)
nand2_1	5	18.8
o31ai_1	2	15.0
dfstp_2	4	105
ha_1	6	75.1
inv_1	8	30.0
dlxtn_1	5	75.1
o211ai_1	2	15.0
a21oi_1	3	15.0
dfrtp_1	5	125
nor2_1	4	15.0
o21ai_0	7	35.0
sequential cells by signal, indices dropped and copies added (netlist names):
name and cells:
current_state 2, YLWTIMEOUT 1, YLW 1, next_state 2, TIMEOUT 1, RED 1, GRN 1, CNT 5
Reset_sy 1
timing repair:
item | in CTS | in global routing
setup endpoints to repair | 7 | 7
gates resized | 6 | 4
setup buffers | 1 | 0
gates cloned | 0 | 0
pin swaps | 3 | 5
layout make-up:
type                    count  area [um2]  area share (%)
clock buffers               4        55.1            5.28
inverters                   8        30.0            2.88
multi-input cells          43         390            37.4
flip-flops and latches     15         325            31.2
well taps                  70        87.6            8.39
repair buffers             19         155            14.9
No activity file was given, so power comes from the tool's default toggle rates.
